**/design/flow/config.mk**
```make
export PLATFORM = sky130hd
export DESIGN_NAME = ColParModule
export DESIGN_NICKNAME = ColParModule
export VERILOG_FILES = /design/flow/design.v
export SDC_FILE = /design/flow/constraint.sdc
export NUM_CORES = 4
export LEC_CHECK = 1
export CORE_UTILIZATION = 40
```
**/design/flow/constraint.sdc**
```tcl
current_design ColParModule

set clk_period 5.0
set clk_io_pct 0.2

create_clock -name clk0 -period $clk_period [get_ports {clk}]

set non_clock_inputs [all_inputs -no_clocks]
set_input_delay [expr $clk_period * $clk_io_pct] -clock clk0 $non_clock_inputs
set_output_delay [expr $clk_period * $clk_io_pct] -clock clk0 [all_outputs]
```
**/design/flow/design.v**
```verilog
`timescale 1ns/1ns
module Adder (
    i1,
    i2,
    a
);
    parameter size = 5;
    input [size-1:0]i1;
    input [size-1:0]i2;
    output [size:0]a;
    assign a = i1 + i2;
endmodule
`timescale 1ns/1ns
module Shifter (
    data,
    coefficient,
    shifted
);
    parameter size = 5;
    input [size-1:0]data;
    input [1:0]coefficient;
    output reg [size-1:0]shifted;
    parameter [1:0] 
        LEFT2 = 2'b00,
        LEFT4 = 2'b01,
        RIGHT = 2'b10;
    always @(*) begin
        case (coefficient)
            LEFT2: shifted = data << 1'b1;
            LEFT4: shifted = data << 2'b10;
            RIGHT: shifted = data >> 1'b1;
        endcase
    end
endmodule
`timescale 1ns/1ns
module ColParModule(
    clk,
    rst,
    colparIJrster,
    lineKcp,
    newSlice,
    colparDone,
    ld_ij_par,
    ld_prev
);
    parameter size = 5;
    parameter memsize = 25;
    parameter initValIJ = 3;
    input colparIJrster, ld_ij_par, clk, rst, ld_prev;
    input [memsize-1:0] lineKcp;
    output reg [memsize-1:0] newSlice;
    output colparDone;
    wire [2:0] cpI;
    wire [2:0] cpJ;
    wire [2:0] cpI_input;
    wire [2:0] cpJ_input;
    wire [4:0] cpJmult4;
    wire [4:0] cpJmult5;
    wire [4:0] cpIdx; 
    wire [2:0] cpInew;
    wire [2:0] cpJnew;
    wire [memsize-1: 0] linePKcp;
    wire currSlice, prevSlice;
    assign cpI_input = colparIJrster ? 3'd0 : cpInew;
    assign cpJ_input = colparIJrster ? 3'd0 : cpJnew;
    my_register #(3) Ireg(.clk(clk), .rst(rst),  .ld(ld_ij_par), 
        .inputData(cpI_input), .outputData(cpI));
    my_register #(3) Jreg(.clk(clk), .rst(rst),  .ld(ld_ij_par), 
        .inputData(cpJ_input), .outputData(cpJ));
    Shifter #(5) colparMultiplyJ4(.data({2'b00, cpJ}), .coefficient({2'b01}), .shifted(cpJmult4));
    Adder #(5) colparMultiplyJ5(.i1({2'b00, cpJ}), .i2(cpJmult4), .a(cpJmult5));
    Adder #(5) colparIndexAdder(.i1(cpJmult5), .i2({2'b00, cpI}), .a(cpIdx));
    assign currSlice = (cpI == 3'd0) ? 1'b0 : lineKcp[5'd20+cpI-1'd1] ^ lineKcp[5'd15+cpI-1'd1] 
     ^ lineKcp[5'd10+cpI-1'd1] ^ lineKcp[5'd5+cpI-1'd1] ^ lineKcp[cpI-1'd1];
    assign prevSlice = (cpI == 3'b100) ? 1'b0 : linePKcp[5'd20+cpI+1'd1] 
    ^ linePKcp[5'd15+cpI+1'd1] ^ linePKcp[5'd10+cpI+1'd1] ^ linePKcp[5'd5+cpI+1'd1] ^ linePKcp[cpI+1'd1];
    my_register #(1) CPnewSliceUpdater(.clk(clk), .rst(rst), .ld(1'd1), 
        .inputData(lineKcp[cpIdx] ^ ( currSlice) ^ ( prevSlice)), 
        .outputData(out_parity));
    my_register #(25) parity_prev_reg(.clk(clk), .rst(rst), .ld(ld_prev), .inputData(lineKcp), 
        .outputData(linePKcp));
    Adder #(3) colparJIndexAdder(.i1(Jincreaser), .i2(1'b1), .a(increasedJ));
    assign cpInew = (cpI == 3'd0) ? 3'd1: (cpI == 3'd1) ? 3'd2: 
        (cpI == 3'd2) ? 3'd3: (cpI == 3'd3) ? 3'd4:
        (cpI == 3'd4) ? 3'd0: 3'd0;
    assign cpJnew = (cpI == 3'd4) ? cpJ + 1: cpJ;
    assign colparDone = (cpJnew == 3'd5);
    always @(posedge clk)  begin 
        if(colparIJrster)
            newSlice <= lineKcp;
        else 
            newSlice[cpIdx] <= lineKcp[cpIdx] ^ ( currSlice) ^ ( prevSlice);
    end
endmodule
`timescale 1ns/1ns
module  my_register(
    clk,
    rst,
    ld,
    inputData,
    outputData,
);
    parameter size = 3;
    input clk, rst;
    input ld;
    input [size-1:0]inputData;
    output reg [size - 1:0] outputData;
    always @(posedge clk, posedge rst) begin
        if(rst) begin
            outputData = {size{1'b0}};
        end
        else if (ld) begin
            outputData = inputData;
        end
    end
endmodule
```
**/design/flow/run.sh**
```bash
#!/bin/bash
# OpenROAD 26Q1-2900-gdf79404cd8, Yosys 0.63+post, stock flow scripts
make -C /OpenROAD-flow-scripts/flow DESIGN_CONFIG=/design/flow/config.mk WORK_HOME=/design/flow/orfs finish
```
==> results.py <==
# Auto-generated metrics
metrics = {
    "global_route": {
        "grt_use_met3": 0.0726,
        "grt_max_degree": 47,
        "grt_util_met2": 0.342,
        "overflow": 0,
        "busiest_layer": "met1",
        "grtUsageMet1": 0.359,
        "antenna_found_initial": 0,
        "grt_usage": 0.234,
        "grt_pass1_vias": 3982,
        "grt_pass1_wl_um": 22300,
    },
    "clocking": {
        "post_cts_buffers": 0,
        "clock_latency_ps": 300,
        "cts_tree": "done",
        "cts-root-buf": "clkbuf_16",
        "cts_made_buffers": 5,
        "ctsHoldBuffers": 0,
        "cts.clk_slew.worst_paths_ps": 80,
        "cts_sinks": 56,
        "cts.path.max_buffers": 2,
        "cts_resized": 0,
        "htreeDepth": 2,
    },
    "power": {
        "powerDensity_nw_per_um2": 423,
        "ir_drop_uv": 402,
        "p_seq_frac": 0.223,
        "switchingPower_w": 0.00112,
        "p_int_w": 0.00137,
        "clockPowerShare": 0.149,
        "power.leakage_nw": 2.25,
        "p_sw_frac": 0.450,
        "pwr-share-comb": 0.628,
    },
    "floorplan": {
        "fp_util": 0.412,
        "die_x_um": 114,
        "fp.dieH_um": 114,
        "core_um2": 12100,
        "die-area_um2": 12900,
        "std_cell_rows": 40,
        "io_pins": 56,
    },
    "critical_path": {
        "setup.worst_path.start_class": "flop",
        "r2r-start": "Ireg.outputData[1]",
        "critPathBufInv": 2,
        "crit_family": "XOR/XNOR gates",
        "max_stage_delay_ps": 650,
        "reg2reg_slack_ps": 540,
        "crit_type": "flop to flop",
        "worstPathCellList": "inv_1 > ha_1 > ha_1 > xnor2_4 > mux4_2 > mux2i_1 > mux4_2 > xnor2_1 > xnor2_1 > or3_1 > o211ai_2 > xnor2_2 > buf_4 > o31ai_2",
        "crit_required_ps": 5170,
        "cp_data_arrival_time_ps": 4630,
        "path_max_fanout": 15,
        "crit_slowest_cell": "xnor2_2",
        "r2r_cells": 14,
        "crit_path_end_kind": "flop",
        "r2r-end": "newSlice[12]",
    },
    "timing": {
        "slew_headroom": 0.449,
        "slew_violations": 0,
        "period_minus_slack_ps": 4460,
        "fin_setup_tns_ps": 0,
        "skew_ps": 4.47,
        "rsz0062_at_grt": "no",
        "finalHoldViolCount": 0,
        "setup_viol": 0,
        "post-route-period-util": 0.892,
        "worst_pin_slew_ps": 823,
        "max_freq_mhz": 224,
        "whs_ps": 532,
    },
    "detailed_routing": {
        "first_pass_iters": 4,
        "n_antenna_cell": 0,
        "totalWireLength_um": 13800,
        "drcViolationCount": 0,
        "via_per_inst": 5.77,
        "ant_nets": 0,
        "avgRoutedWirePerCell_um": 19.4,
        "drt_iter0_drc": 382,
        "num_vias": 4111,
    },
    "yosys": {
        "yosys.area_share.simple": 0.143,
        "synth-main-ff-cell": "dfrtp_1",
        "logic_family": "multiplexers",
        "compound_area_frac": 0.150,
        "ys_cells": 491,
        "edf_count": 0,
        "yosys.area_share.xor_xnor": 0.0521,
        "yosysWarnings": 12,
        "ys_sh_adder": 0.0724,
        "yosysUniqueCellTypes": 59,
        "mux_area_frac": 0.274,
        "syn_area_um2": 4970,
        "ys_seq_frac": 0.257,
        "ys_chip_area_um2": 4970,
        "synthArstFlopShare": 0.554,
        "yosys_register_bits": 56,
        "netlist_instances": 491,
        "syn_area_per_cell_um2": 10.1,
    },
    "cells_and_area": {
        "syn_to_final_growth_pct": 18.0,
        "drive_gt1_frac": 0.213,
    },
    "min_path": {
        "min_path_cells": 1,
        "min_to": "parity_prev_reg.outputData[15]",
        "hold_class": "flop to flop",
        "hp-start": "parity_prev_reg.outputData[15]",
    },
    "placed_design": {
        "gp_congestion": 0.913,
        "place_hpwl_um": 10400,
        "io_buffers": 55,
    },
    "job": {
        "warnings": 37,
        "cap_viol_max_count": 0,
    },
    "status": {
        "status": "finished clean",
    },
}
## how the worst max path moves through the flow
stage,from,end,slack (ps),cells past startpoint
CTS,Ireg.outputData[1],newSlice[14],550,14
global route,Ireg.outputData[1],newSlice[5],220,14
finish,Ireg.outputData[1],newSlice[12],540,14
## layout make-up
class	instances	area [µm²]
sequential	56	1280
clock buffer	6	139
timing repair buffer	78	718
inverter	20	75.1
tap	168	210
fill	1113	6190
clock inverter	2	10.0
multi-input combinational	382	3440
## through the flow
step | util | instance area (µm²) | setup WS, ps | power, W | instances
CTS | 0.487 | 5870 | 546 | 0.00249 | 712
global placement | 0.474 | 5720 | 328 | 0.00211 | 704
finish | 0.487 | 5870 | 539 | 0.00249 | 712
global route | 0.487 | 5870 | 217 | 0.00265 | 712
detailed placement | 0.474 | 5720 | 309 | 0.00211 | 704
floorplan | - | 4970 | 983 | 0.00179 | 491
## registers in the layout, indices dropped and copies added, names as in the netlist
| name | cells |
|---|---|
| Ireg.outputData | 3 |
| newSlice | 25 |
| Jreg.outputData | 3 |
| parity_prev_reg.outputData | 25 |
## synthesized netlist by cell type (2+ instances only)
master    instances  area share
mux4_2           42        0.19
nand2_1          47       0.035
or4_1             4      0.0060
mux2i_1          12       0.024
nor3_1            5      0.0050
mux2_2           23       0.052
xor2_1           10       0.018
o31ai_1           8       0.012
o41ai_1           5      0.0088
dfrtp_1          31        0.16
nor2b_1           5      0.0063
buf_1             2      0.0015
xnor2_1          12       0.021
a311oi_1          2      0.0035
o22ai_1           3      0.0038
or3_1             5      0.0063
fa_1              3       0.012
o21ai_0          18       0.018
and3b_1           9       0.016
o211ai_1          3      0.0045
inv_1            19       0.014
a22oi_1           3      0.0045
clkbuf_1         18       0.014
buf_2             5      0.0050
buf_4             2      0.0030
nor2_1           28       0.021
o31ai_2          11       0.028
a31oi_1           6      0.0075
a211oi_1          2      0.0030
nand3_1          11       0.011
and2_1            2      0.0025
buf_6             6       0.014
ha_1             24       0.060
nand4_1           2      0.0025
and3_1            4      0.0050
a21oi_1          38       0.038
o21ai_1           5      0.0050
nand2b_1         11       0.014
dfxtp_1          25        0.10
## kinds of logic (layout without fill, tap and decap cells)
kind of cell,after synthesis,after routing
DFF,56,56
AOI/OAI and AO/OA,111,111
muxes,79,79
xor gates and xnor gates,25,25
adders and majority gates,27,27
buffers and inverters,53,106
and+or+nand+nor,140,140
## power by group through the flow
stage	Sequential (W)	Combinational (W)	Clock (W)
CTS	0.000554	0.00156	0.000378
global route	0.000561	0.00169	0.000394
finish	0.000554	0.00156	0.000370
## worst register-to-register path: stages, from the launching register on
cell	delay, ps
dfrtp_1	380
inv_1	220
ha_1	330
ha_1	430
xnor2_4	340
mux4_2	540
mux2i_1	140
mux4_2	270
xnor2_1	80
xnor2_1	240
or3_1	160
o211ai_2	100
xnor2_2	650
buf_4	360
o31ai_2	90
## per-layer routing
layer / routed length (µm) / share of wire
met3: 1160 / 0.084
met4: 336 / 0.024
met2: 6270 / 0.45
met1: 6030 / 0.44
met5: 0 / 0
## cells in the final DEF (no fill, tap or decap), types with 5 or more instances in the layout
cell	netlist	final
xnor2_1	12	12
nor3_1	5	5
o31ai_1	8	8
nor2_1	28	28
o41ai_1	5	5
xor2_1	10	10
clkbuf_16	0	5
buf_4	2	23
nor2b_1	5	5
clkdlybuf4s50_1	0	54
o21ai_1	5	5
nand3_1	11	11
nand2b_1	11	11
inv_1	19	19
dfxtp_1	25	25
mux2_2	23	23
a31oi_1	6	6
or3_1	5	5
mux2i_1	12	12
dfrtp_1	31	30
ha_1	24	24
and3b_1	9	9
o31ai_2	11	11
o21ai_0	18	18
nand2_1	47	47
mux4_2	42	42
a21oi_1	38	38
Power and IR drop assume default switching activity.
