==> flow/design.v <==
`timescale 1ns/1ns
module ALU (
    in1,
    in2,
    ALUop,
    iseq,
    res,
    sign
);
    parameter ZERO = 0;
    parameter ONE = 1;
    parameter size = 5;
    input [size-1:0]in1;
    input [size-1:0]in2;
    input ALUop, iseq;
    output reg [size:0]res;
    output sign;
    always @(*) begin        
        case (ALUop)
            ZERO: res = iseq ? (in2 - 5) : (in1 - 5);
            ONE:  res = iseq ? (in2 + 5) : (in1 + 5);
        endcase
    end
    assign sign = res[size];
endmodule
==> flow/run.sh <==
#!/bin/bash
# OpenROAD 26Q1-2900-gdf79404cd8, Yosys 0.63+post, stock flow scripts
make -C /OpenROAD-flow-scripts/flow DESIGN_CONFIG=/design/flow/config.mk WORK_HOME=/design/flow/orfs finish
==> flow/config.mk <==
export PLATFORM = sky130hd
export DESIGN_NAME = ALU
export DESIGN_NICKNAME = ALU
export VERILOG_FILES = /design/flow/design.v
export SDC_FILE = /design/flow/constraint.sdc
export NUM_CORES = 4
export LEC_CHECK = 1
export CORE_AREA = 10 10 70 70
export DIE_AREA = 0 0 80 80
==> flow/constraint.sdc <==
current_design ALU

set clk_period 3.7
set clk_io_pct 0.2

create_clock -name clk0 -period $clk_period

set non_clock_inputs [all_inputs -no_clocks]
set_input_delay [expr $clk_period * $clk_io_pct] -clock clk0 $non_clock_inputs
set_output_delay [expr $clk_period * $clk_io_pct] -clock clk0 [all_outputs]
==> results_slide.txt <==
Run Summary

Run status
  – Result of the run: finished, final reports clean

Layout
  – Number of sequential cells in the layout: 0
  – Clk_buf instances: 0
  – FF+latch area: 0 um2
  – Area delta synth->final: 125%
  – Ratio of cells with drive above 1 in the final layout: 26.8%

Route
  – Iteration tally of the first detailed-router pass: 2
  – Antenna diode count: 0
  – Via count: 319
  – Antenna Violating Nets Remaining: 0
  – Total wire length after detailed routing: 884 um
  – Detailed Route Iter0 Violations: 19
  – DRC Markers: 0
  – Average routed wire per standard cell: 8.67 um
  – DR vias/cell: 3.13

Timing
  – Final setup viols: 0
  – Max-Slew Margin vs Limit: 84.8%
  – Number of failing hold endpoints at the final stage: 0
  – Setup total negative slack: 0 ps
  – Max-slew violations: 0
  – Highest Clock Rate: 280 MHz
  – Unrepaired setup endpoints after global routing: false
  – Transition time at the pin with the least slew margin: 228 ps
  – Final critical-path required period: 3570 ps
  – Post-layout period usage of the worst path: 96.6%

Synthesis
  – Area share of the largest cell type after synthesis: 20.0%
  – Chip area estimate from yosys synthesis: 250 um2
  – Synthesized area: 250 um2
  – Post-Synthesis Mean Instance Area: 8.34 um2
  – Ys cells: 30
  – Synth warnings: 1
  – Cell count after synthesis: 30
  – Top cell types by occurrence after synthesis: sky130_fd_sc_hd__ha_1 (4), sky130_fd_sc_hd__mux2_2 (4)
  – Yosys cell types: 19
  – Part of the Yosys area used for sequential elements: 0%
  – Largest cells by area after synthesis: sky130_fd_sc_hd__ha_1 (20%), sky130_fd_sc_hd__mux2_2 (18%), sky130_fd_sc_hd__fa_1 (8.0%)
  – Top cell type by total area after synthesis: sky130_fd_sc_hd__ha_1

Floorplan
  – Number of top-level pins: 19
  – DIE HEIGHT: 80 um
  – Initial core utilization: 7.33%
  – Chip footprint: 0.00640 mm2
  – Placeable Area: 0.00342 mm2
  – Num rows: 21
  – Die width: 80 um

Placed design
  – Number of buffers inserted by port buffering: 19
  – Half-perimeter wire length after detailed placement: 784 um
  – Placer Congestion: 0.890

Min path
  – Worst hold-check path type: in2out

Power
  – Static Leak: 0.000230 uW
  – Fraction of power spent switching nets: 31.8%
  – Cell Pwr Density: 173 mW/mm2
  – Total power of the final layout: 97.1 uW
  – Internal power: 66.2 uW
  – Clk network pwr share: 0%
  – Share of power burned in combinational logic: 100.0%
  – Power share of the sequential group: 0%
  – Net switching power: 30.8 uW
  – Largest voltage drop on the vdd net: 0.0235 mV

CTS
  – Cts hold-fix bufs: 0

GRT
  – Number of antenna violations at the first check in global routing: 0
  – Pin count of the biggest net entering global routing: 7
  – Global route total overflow: 0
  – Global-route usage over all layers: 2.50%
  – Wire length of the first global-routing pass: 1.40 mm
  – Via count of the first global-routing pass: 318

Flow run
  – Stage-log warning count: 32
  – Count of max-cap constraint violations: 0

Worst setup path
  – Data required time of the critical path: 2960 ps
  – Data arrival time at the worst-slack endpoint: 2830 ps
  – Kind of end point of the critical path: primary output
  – Maximum net fanout on the critical path: 5
  – Worst setup path class: in2out
  – Startpoint type of the worst setup path: input port
[final timing paths]
| kind | from | to | slack [ps] | cells after the start |
|---|---|---|---|---|
| max | in1[4] | res[5] | 130 | 7 |
| min | iseq | res[0] | 2410 | 5 |
[cells in the final DEF, fill, tap and decap left out]
cell type                         count
sky130_fd_sc_hd__a21o_1               2
sky130_fd_sc_hd__a21oi_1              1
sky130_fd_sc_hd__a21oi_2              1
sky130_fd_sc_hd__a2bb2oi_1            1
sky130_fd_sc_hd__buf_4                8
sky130_fd_sc_hd__clkbuf_2             1
sky130_fd_sc_hd__clkdlybuf4s50_1     18
sky130_fd_sc_hd__fa_1                 1
sky130_fd_sc_hd__ha_1                 3
sky130_fd_sc_hd__ha_4                 1
sky130_fd_sc_hd__inv_1                2
sky130_fd_sc_hd__mux2_2               4
sky130_fd_sc_hd__mux2i_1              1
sky130_fd_sc_hd__nand2_1              2
sky130_fd_sc_hd__nand2b_1             1
sky130_fd_sc_hd__nand3_1              1
sky130_fd_sc_hd__nand4_1              1
sky130_fd_sc_hd__o211ai_1             1
sky130_fd_sc_hd__o21ai_0              1
sky130_fd_sc_hd__o22ai_1              1
sky130_fd_sc_hd__or3_1                1
sky130_fd_sc_hd__xnor2_1              1
sky130_fd_sc_hd__xor2_1               2
[logic make-up (layout without fill, tap and decap cells)]
family,count (synthesis),count (layout),share of synthesized area (%)
AOI/OAI and AO/OA,8,8,21.0
and+or+nand+nor,6,6,12.5
adders and majority gates,5,5,28.0
muxes,5,5,22.0
xor gates and xnor gates,3,3,10.5
buffers and inverters,3,29,6.00
[cell type report]
type	count	area (um2)
Tap cell	46	57.6
Timing Repair Buffer	27	245
Inverter	2	7.51
Multi-Input combinational cell	27	251
Fill cell	386	2850
[routing by layer]
layer | up-vias | part of all wire, % | GRT usage (%)
li1 | 166 | - | -
met1 | 134 | 53 | 3.71
met4 | 0 | 0 | 0.352
met3 | 0 | 19 | 1.14
met2 | 19 | 28 | 3.21
met5 | - | 0 | 0
[metrics by stage]
step	hold slack, ps	util (%)	std cells	worst slack [ps]	area, um2
after floorplan	1550	-	30	948	250
after global placement	2570	15.9	101	-158	543
after detailed placement	2570	15.9	101	-206	543
after CTS	2510	15.9	101	68.5	542
after global routing	2470	16.4	102	4.79	562
final	2410	16.4	102	125	562
[what timing repair did]
| action | in CTS | in global routing |
|---|---|---|
| pin swaps | 0 | 0 |
| setup endpoints to repair | 4 | 4 |
| resized | 1 | 4 |
| buffers inserted | 0 | 1 |
| hold endpoints to repair | 0 | 0 |
[critical path: stages]
cell and delay, ps:
sky130_fd_sc_hd__clkdlybuf4s50_1 390, sky130_fd_sc_hd__mux2_2 270, sky130_fd_sc_hd__ha_1 350, sky130_fd_sc_hd__nand4_1 130
sky130_fd_sc_hd__or3_1 320, sky130_fd_sc_hd__o211ai_1 120, sky130_fd_sc_hd__clkdlybuf4s50_1 510
[power groups by stage]
stage / Combinational (uW) / Sequential (uW) / Clock, uW
6_report: 97.1 / 0 / 0
5_1_grt: 109 / 0 / 0
4_1_cts: 93.8 / 0 / 0
Power figures rest on the tool's default switching activity, not on a simulated workload.
